==> design/flow/design.v <==
interface alsu_if (clk);
  parameter INPUT_PRIORITY = "A";
parameter FULL_ADDER = "ON"; 
  input clk;
  logic rst, cin, red_op_A, red_op_B, bypass_A, bypass_B, direction, serial_in;
  logic [2:0] opcode;
  logic signed [2:0] A, B;
  logic signed [15:0] leds;
  logic signed [5:0] out;
endinterface
package alsu_shared_pkg;
	typedef enum logic [2:0] {OR = 3'b000,XOR = 3'b001,ADD = 3'b010,MULT = 3'b011,SHIFT = 3'b100,
								ROTATE = 3'b101,INVALID_6 = 3'b110,INVALID_7 = 3'b111} opcode_e;
	typedef enum {MAXPOS = 3, ZERO = 0, MAXNEG = -4} reg_e;
endpackage : alsu_shared_pkg
module ALSU(clk, A, B, cin, serial_in, red_op_A, red_op_B, opcode, bypass_A, bypass_B, rst, direction, leds, out);
parameter INPUT_PRIORITY = "A";
parameter FULL_ADDER = "ON";
input clk, rst, cin, red_op_A, red_op_B, bypass_A, bypass_B, direction, serial_in;
input [2:0] opcode;
input signed [2:0] A, B;
output reg signed [15:0] leds;
output reg signed [5:0] out;
reg cin_reg, red_op_A_reg, red_op_B_reg, bypass_A_reg, bypass_B_reg, direction_reg, serial_in_reg;
reg [2:0] opcode_reg; 
reg signed [2:0] A_reg, B_reg;  
wire invalid_red_op, invalid_opcode, invalid;
assign invalid_red_op = (red_op_A_reg | red_op_B_reg) & (opcode_reg[1] | opcode_reg[2]);
assign invalid_opcode = opcode_reg[1] & opcode_reg[2];
assign invalid = invalid_red_op | invalid_opcode;
always @(posedge clk or posedge rst) begin
    if(rst) begin
        cin_reg <= 0;
        red_op_B_reg <= 0;
        red_op_A_reg <= 0;
        bypass_B_reg <= 0;
        bypass_A_reg <= 0;
        direction_reg <= 0;
        serial_in_reg <= 0;
        opcode_reg <= 0;
        A_reg <= 0;
        B_reg <= 0;
    end else begin
        cin_reg <= cin;
        red_op_B_reg <= red_op_B;
        red_op_A_reg <= red_op_A;
        bypass_B_reg <= bypass_B;
        bypass_A_reg <= bypass_A;
        direction_reg <= direction;
        serial_in_reg <= serial_in;
        opcode_reg <= opcode;
        A_reg <= A;
        B_reg <= B;
    end
end
always @(posedge clk or posedge rst) begin
    if(rst) begin
        leds <= 0;
    end else begin
        if (invalid)
            leds <= ~leds;
        else
            leds <= 0;
    end
end
always @(posedge clk or posedge rst) begin
    if(rst) begin
        out <= 0;
    end
    else begin
        if (invalid) 
            out <= 0;
        else if (bypass_A_reg && bypass_B_reg)
        out <= (INPUT_PRIORITY == "A")? A_reg: B_reg;
        else if (bypass_A_reg)
        out <= A_reg;
        else if (bypass_B_reg)
        out <= B_reg;
        else begin
            case (opcode_reg) 
            3'h0: begin  
                if (red_op_A_reg && red_op_B_reg)
                out = (INPUT_PRIORITY == "A")? |A_reg: |B_reg;
                else if (red_op_A_reg) 
                out <= |A_reg;
                else if (red_op_B_reg)
                out <= |B_reg;
                else 
                out <= A_reg | B_reg;
            end
            3'h1: begin 
                if (red_op_A_reg && red_op_B_reg)
                out <= (INPUT_PRIORITY == "A")? ^A_reg: ^B_reg;
                else if (red_op_A_reg) 
                out <= ^A_reg;
                else if (red_op_B_reg)
                out <= ^B_reg;
                else 
                out <= A_reg ^ B_reg;
            end
            3'h2: begin 
                if (FULL_ADDER == "ON")
                    out <= A_reg + B_reg + cin_reg;
                else
                    out <= A_reg + B_reg;
                end
            3'h3: out <= A_reg * B_reg;
            3'h4: begin
                if (direction_reg)
                out <= {out[4:0], serial_in_reg};
                else
                out <= {serial_in_reg, out[5:1]};
            end
            3'h5: begin
                if (direction_reg)
                out <= {out[4:0], out[5]};
                else
                out <= {out[0], out[5:1]};
            end
            endcase
        end 
    end
end
endmodule
==> design/flow/run.sh <==
#!/bin/bash
# OpenROAD 26Q1-2900-gdf79404cd8, Yosys 0.63+post, stock flow scripts
make -C /OpenROAD-flow-scripts/flow DESIGN_CONFIG=/design/flow/config.mk WORK_HOME=/design/flow/orfs finish
==> design/flow/config.mk <==
export PLATFORM = sky130hd
export DESIGN_NAME = ALSU
export DESIGN_NICKNAME = ALSU
export VERILOG_FILES = /design/flow/design.v
export SDC_FILE = /design/flow/constraint.sdc
export NUM_CORES = 4
export LEC_CHECK = 1
export CORE_UTILIZATION = 40
==> design/flow/constraint.sdc <==
current_design ALSU

set clk_period 2.5
set clk_io_pct 0.2

create_clock -name clk0 -period $clk_period [get_ports {clk}]

set non_clock_inputs [all_inputs -no_clocks]
set_input_delay [expr $clk_period * $clk_io_pct] -clock clk0 $non_clock_inputs
set_output_delay [expr $clk_period * $clk_io_pct] -clock clk0 [all_outputs]
==> flow_summary.ini <==
; generated from flow reports
[power]
power.share.clock = 0.284
switchingPower_mw = 0.373
power_density_nw_per_um2 = 550
peakVddDrop_mv = 0.399
p_comb_frac = 0.227
swShare = 0.255
seqPwrFrac = 0.489
static-leakage-power_nw = 1.20
p_int_mw = 1.09

[final_timing]
fmax_mhz = 364
min_period_over_period = 1.10
finalSetupTns_ns = -0.328
fin_skew_ns = 0.00360
worst_pin_slew_ns = 0.506
fin_hold_ws_ns = 0.419
rsz0062_at_grt = true
setup_violations = 2
drv_slew = 0
period_needed_ns = 2.75
hold_viol_final = 0
finalWorstSetupSlack_ns = -0.248
slew_headroom = 0.663

[cts]
cts_buffer_depth = 2
clock_latency_ns = 0.28
tritoncts = built
cts_made_buffers = 5
cts-htree-levels = 2
clock-sinks = 38
cts_hold_buffers = 0
cts_root_buf = clkbuf_8
cts.reportedPaths.clkPinSlew_ns = 0.07

[setup_path]
worstPathArrival_ns = 2.95
startpoint_type = flop
critPathTopFamily = adder cells
criticalPathCategory = flop to flop
rr_worst_depth = 13
crit_required_ns = 2.70
crit_fanout = 2
cp_cell_sequence = ha_2 > inv_2 > fa_1 > fa_2 > inv_2 > ha_4 > inv_2 > fa_2 > xor2_1 > xnor2_1 > xnor2_1 > nand3_1 > a31oi_1
r2r_slack_ns = -0.25
path_buffers = 3
startpoint = B_reg[1]
cp-end-kind = flop
r2r_start = B_reg[1]
cpPeakStageDelay_ns = 0.42
r2r-end = out[5]
cpMaxStageDelayCell = fa_1
cp_common_cell = inv_2

[route]
antenna_cells = 0
wl_per_cell_um = 13.5
drc = 0
vias = 1480
drtIter0Drc = 50
viasPerCell = 4.84
first_pass_iters = 21
ant_nets = 0
routed_wl_um = 4150

[finish]
seq_area_sq_um = 951
drive_gt1_frac = 0.188
largest_reg_flops = 16
regMostFlops = leds
nFillCells = 402
mostFrequentLayoutCells = clkdlybuf4s50_1, dfrtp_1, nor2_1
largestRegisters = leds: 16 flops, out: 6 flops
lay_top_count = clkdlybuf4s50_1
logic_area_sq_um = 930
area_delta_synth_final_pct = 35.2

[synthesis]
synth-seq-cells = 38
yosysUniqueCellTypes = 36
ys.flop_type = dfrtp_1
avgSynthCellArea_sq_um = 11.0
syn_area_sq_um = 1960
yosys_cells = 179
edf_count = 0
async_reset_ff_frac = 1.00
ys.warnings.count = 1
ys_seq_frac = 0.485
syn_inst = 179
yosysChipArea_sq_um = 1960

[grt]
grt_pass1_wl_um = 7040
antenna_found_initial = 0
grt_overflow = 0
grt_pass1_vias = 1502
track_usage = 0.181
grt_max_degree = 39

[floorplanning]
die_width_um = 72.0
num_io_pins = 40
num_rows = 25
fp.dieArea_sq_um = 5190
fp_util = 0.415
core_sq_um = 4720
die_h_um = 72.0

[min_path]
hold_end = leds[2]
min_path_cells = 1
hold_class = flop to flop
hold_start = leds[2]

[place]
place.port_buffers = 39
hpwl_um = 3240
place_congestion = 0.903
post-place-ws_ns = -0.270

[status]
violations = setup timing
status = complete, but fails checks

[flow_run]
drv_cap = 0
log.warning_count = 32
[kinds of logic after synthesis]
kind of cell             count (synthesis)  synth area share
flip-flops                              38             0.485
AND-OR/OR-AND                           35             0.136
AND/OR/NAND/NOR                         50             0.112
XOR/XNOR                                 6            0.0268
multiplexers                             6            0.0325
adder cells (fa/ha/maj)                 20             0.151
buffers and inverters                   24            0.0580
[synth_stat cells (2+ instances only)]
| cell type | count | share of area |
|---|---|---|
| o21ai_0 | 6 | 0.015 |
| dfrtp_1 | 38 | 0.48 |
| xnor2_1 | 3 | 0.013 |
| xor2_1 | 3 | 0.013 |
| inv_1 | 20 | 0.038 |
| mux2_2 | 3 | 0.017 |
| mux2i_1 | 3 | 0.015 |
| nand2b_1 | 2 | 0.0064 |
| a31oi_1 | 4 | 0.013 |
| nand3_1 | 4 | 0.010 |
| ha_1 | 14 | 0.089 |
| nor2_1 | 21 | 0.040 |
| o211ai_1 | 5 | 0.019 |
| nor2b_1 | 3 | 0.0096 |
| a21oi_1 | 8 | 0.020 |
| fa_1 | 6 | 0.061 |
| buf_6 | 3 | 0.017 |
| nand2_1 | 15 | 0.029 |
[routing by layer]
metal / GRT usage / up-vias / wire length (um)
met5: 0 / - / 0
li1: - / 720 / -
met1: 0.276 / 693 / 1840
met4: 0.0174 / 0 / 18
met3: 0.0479 / 4 / 310
met2: 0.286 / 63 / 1980
[how the worst max path moves through the flow]
stage / end / slack [ns] / cells after the start
4_1_cts: out[5] / -0.24 / 13
5_1_grt: out[5] / -0.40 / 13
6_report: out[5] / -0.25 / 13
[final cells by class]
cell class,count,area share
multi-input cells,117,0.350
well taps,67,0.0316
repair buffers,56,0.197
inverters,20,0.0283
clock inverters,1,0.00189
clock buffers,7,0.0325
flip-flops and latches,38,0.358
[stage by stage]
step	std cells	instance area (sq um)	util	total power, mW
global placement	295	2510	0.531	1.04
floorplan	179	1970	-	0.872
detailed placement	295	2510	0.531	1.04
CTS	303	2610	0.552	1.47
global route	306	2650	0.562	1.55
finish	306	2650	0.562	1.46
[power by group through the flow]
stage / logic, mW / clock network (mW) / registers (mW)
4_1_cts: 0.322 / 0.431 / 0.714
5_1_grt: 0.372 / 0.453 / 0.722
6_report: 0.331 / 0.414 / 0.714
[what timing repair did]
action / CTS / global route
setup buffers: 0 / 3
resized: 3 / 6
setup endpoints to repair: 2 / 3
pin swaps: 6 / 4
Power figures rest on the tool's default switching activity, not on a simulated workload.
